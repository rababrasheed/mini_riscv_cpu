==> ./design.v <==
`timescale 1ns/1ps
module alu (
    input  wire [3:0] a,          
    input  wire [3:0] b,          
    input  wire [2:0] op,         
    output reg  [3:0] y,          
    output reg        carry_out,  
    output reg        overflow,   
    output wire       zero        
);
    always @(*) begin
        y = 4'b0000;
        carry_out = 1'b0;
        overflow = 1'b0;
        case(op)
            3'b000: begin  
                {carry_out, y} = a + b;
                overflow = ~(a[3] ^ b[3]) & (y[3] ^ a[3]);
            end
            3'b001: begin  
                y = a - b;
                carry_out = (a >= b) ? 1'b1 : 1'b0;  
                overflow = (a[3] ^ b[3]) & (y[3] ^ a[3]);
            end
            3'b010: y = a & b;   
            3'b011: y = a | b;   
            3'b100: y = a ^ b;   
            3'b101:  
                y = ($signed(a) < $signed(b)) ? 4'b0001 : 4'b0000;
            default: y = 4'b0000;
        endcase 
    end
    assign zero = (y == 4'b0000);
endmodule
`timescale 1ns/1ps
module control(
    input  wire [15:0] inst,        
    output reg        ImmSel,       
    output reg        RegWEn,       
    output reg        BSel,         
    output reg  [2:0] ALUSel,       
    output reg        MemRW,        
    output reg        WBsel         
);
    wire [3:0] opcode;
    assign opcode = inst[15:12];
    always @(*) begin
        ImmSel  = 1'b0;
        RegWEn  = 1'b0;
        BSel    = 1'b0;
        ALUSel  = 3'b000;
        MemRW   = 1'b0;   
        WBsel   = 1'b1;   
        case (opcode)
            4'b0000: begin
                RegWEn  = 1'b1;    
                ImmSel  = 1'b0;
                BSel    = 1'b0;    
                ALUSel  = 3'b000;  
                MemRW   = 1'b0;
                WBsel   = 1'b1;    
            end
            4'b0001: begin
                RegWEn  = 1'b1;
                ImmSel  = 1'b1;    
                BSel    = 1'b1;
                ALUSel  = 3'b000;  
                MemRW   = 1'b0;
                WBsel   = 1'b1;    
            end
            4'b0010: begin
                RegWEn  = 1'b1;
                ImmSel  = 1'b1;    
                BSel    = 1'b1;
                ALUSel  = 3'b000;  
                MemRW   = 1'b0;    
                WBsel   = 1'b0;    
            end
            4'b0011: begin
                RegWEn  = 1'b0;    
                ImmSel  = 1'b1;    
                BSel    = 1'b1;
                ALUSel  = 3'b000;  
                MemRW   = 1'b1;    
                WBsel   = 1'b1;    
            end
            default: begin
                RegWEn  = 1'b0;
                ImmSel  = 1'b0;
                BSel    = 1'b0;
                ALUSel  = 3'b000;
                MemRW   = 1'b0;
                WBsel   = 1'b1;    
            end
        endcase
    end
endmodule
`timescale 1ns/1ps
module cpu(
    input  wire       clk,       
    input  wire       reset,     
    output wire [3:0] pc_out     
);
    wire [3:0] pc_current;       
    wire [3:0] pc_next;          
    wire [15:0] instruction;     
    pc program_counter (
        .clk(clk),
        .reset(reset),
        .next_pc(pc_next),
        .pc_out(pc_current)
    );
    assign pc_next = pc_current + 4'b0001;
    imem instruction_memory (
        .addr(pc_current),
        .instr(instruction)
    );
    assign pc_out = pc_current;
    wire [3:0] opcode;         
    wire [2:0] rd_addr;        
    wire [2:0] rs1_addr;       
    wire [2:0] rs2_addr;       
    wire [2:0] i_rd_addr;      
    wire [2:0] i_rs1_addr;     
    wire [3:0] i_imm;          
    wire [2:0] sw_base;        
    wire [2:0] sw_data;        
    wire [3:0] sw_imm;         
    wire ImmSel;    
    wire RegWEn;    
    wire BSel;      
    wire [2:0] ALUSel;  
    wire MemRW;     
    wire WBsel;     
    wire [3:0] rs1_data;   
    wire [3:0] rs2_data;   
    assign opcode = instruction[15:12];
    assign rd_addr  = instruction[11:9];
    assign rs1_addr = instruction[8:6];
    assign rs2_addr = instruction[5:3];
    assign i_rd_addr  = instruction[11:9];
    assign i_rs1_addr = instruction[8:6];
    assign sw_base = instruction[8:6];
    assign sw_data = instruction[11:9];
    immgen immediate_generator (
        .instr(instruction),
        .imm(i_imm)    
    );
    immgen sw_immediate_generator (
        .instr(instruction),
        .imm(sw_imm)   
    );
    control control_unit (
    .inst(instruction),
    .ImmSel(ImmSel),
    .RegWEn(RegWEn),
    .BSel(BSel),
    .ALUSel(ALUSel),
    .MemRW(MemRW),
    .WBsel(WBsel)
    );
    regfile register_file (
    .clk(clk),
    .we(RegWEn),         
    .rd_addr(rd_addr),
    .rs1_addr(rs1_addr),
    .rs2_addr(rs2_addr),
    .rd_data(write_back_data),  
    .rs1_data(rs1_data),
    .rs2_data(rs2_data)
    );
    wire [3:0] alu_input_b;      
    wire [3:0] alu_result;       
    wire alu_carry;              
    wire alu_overflow;           
    wire alu_zero;               
    wire [3:0] immediate;
    assign immediate = (opcode == 4'b0011) ? sw_imm : i_imm;
    assign alu_input_b = BSel ? immediate : rs2_data;
    alu arithmetic_logic_unit (
        .a(rs1_data),
        .b(alu_input_b),
        .op(ALUSel),
        .y(alu_result),
        .carry_out(alu_carry),
        .overflow(alu_overflow),
        .zero(alu_zero)
    );
    wire [3:0] mem_read_data;    
    wire [3:0] write_back_data;  
    dmem data_memory (
    .clk(clk),
    .we(MemRW),              
    .addr(alu_result),
    .write_data(rs2_data),
    .read_data(mem_read_data)
);
    assign write_back_data = WBsel ? alu_result : mem_read_data;
endmodule
`timescale 1ns/1ps
module dmem(
    input  wire       clk,         
    input  wire       we,          
    input  wire [3:0] addr,        
    input  wire [3:0] write_data,  
    output reg  [3:0] read_data    
);
    reg [3:0] mem [0:15];
    integer i;
    initial begin
        for (i = 0; i < 16; i = i + 1)
            mem[i] = 4'b0000;
        mem[0] = 4'b0011;   
        mem[1] = 4'b0111;   
        mem[2] = 4'b1010;   
        mem[3] = 4'b0101;   
        mem[4] = 4'b1111;   
        mem[5] = 4'b0001;   
    end
    always @(*) begin
        read_data = mem[addr];
    end
    always @(posedge clk) begin
        if (we)
            mem[addr] <= write_data;
    end
endmodule
`timescale 1ns/1ps
module imem(
    input  wire [3:0]  addr,     
    output reg  [15:0] instr     
);
    reg [15:0] mem [0:15];
    integer i;
    initial begin
        for (i = 0; i < 16; i = i + 1)
            mem[i] = 16'h0000;
        mem[0] = 16'b0001_001_000_000101;
        mem[1] = 16'b0001_010_000_000010;
        mem[2] = 16'b0010_011_010_000000;
        mem[3] = 16'b0000_100_001_011_000;
        mem[4] = 16'b0000_101_100_001_000;
        mem[5] = 16'b0011_010_101_000001;
    end
    always @(*) begin
       instr = mem[addr];
    end
endmodule
`timescale 1ns/1ps
module immgen(
    input  wire [15:0] instr,   
    output wire [3:0]  imm      
);
    wire [5:0] imm6 = instr[5:0];
    assign imm = imm6[3:0];
endmodule
`timescale 1ns/1ps
module pc(
    input  wire       clk,       
    input  wire       reset,     
    input  wire [3:0] next_pc,   
    output reg  [3:0] pc_out     
);
    always @(posedge clk or posedge reset) begin
        if (reset)
            pc_out <= 4'b0000;   
        else
            pc_out <= next_pc;    
    end
endmodule
`timescale 1ns/1ps
module regfile(
    input  wire       clk,        
    input  wire       rst,        
    input  wire       we,         
    input  wire [2:0] rd_addr,    
    input  wire [2:0] rs1_addr,   
    input  wire [2:0] rs2_addr,   
    input  wire [3:0] rd_data,    
    output wire [3:0] rs1_data,   
    output wire [3:0] rs2_data    
);
    reg [3:0] regs [7:0];
    integer i;
    assign rs1_data = (rs1_addr == 0) ? 4'b0 : regs[rs1_addr];
    assign rs2_data = (rs2_addr == 0) ? 4'b0 : regs[rs2_addr];
    always @(posedge clk) begin
        if (rst) begin
            for (i = 0; i < 8; i = i + 1)
                regs[i] <= 4'b0;
        end
        else if (we && rd_addr != 0) begin
            regs[rd_addr] <= rd_data;
        end
    end
endmodule
==> ./run.sh <==
#!/bin/bash
# OpenROAD 26Q1-2900-gdf79404cd8, Yosys 0.63+post, stock flow scripts
make -C /OpenROAD-flow-scripts/flow DESIGN_CONFIG=/design/flow/config.mk WORK_HOME=/design/flow/orfs finish
==> ./config.mk <==
export PLATFORM = sky130hd
export DESIGN_NAME = cpu
export DESIGN_NICKNAME = cpu
export VERILOG_FILES = /design/flow/design.v
export SDC_FILE = /design/flow/constraint.sdc
export NUM_CORES = 4
export LEC_CHECK = 1
export CORE_AREA = 10 10 70 70
export DIE_AREA = 0 0 80 80
==> ./constraint.sdc <==
current_design cpu

set clk_period 1.0
set clk_io_pct 0.2

create_clock -name clk0 -period $clk_period [get_ports {clk}]

set non_clock_inputs [all_inputs -no_clocks]
set_input_delay [expr $clk_period * $clk_io_pct] -clock clk0 $non_clock_inputs
set_output_delay [expr $clk_period * $clk_io_pct] -clock clk0 [all_outputs]
==> results.toml <==
# implementation run metrics
[run_status]
status = "complete, no violations"

[cts]
cts-root-buf = "clkbuf_4"
cts_buffers = 3
cts_tree = "built"
worstSkewPairLatency_ns = 0.23
clockBufferDepth = 2
path_clk_slew_ns = 0.04
cts_sinks = 4
htree_levels = 1
cts-hold-fix-buffers = 0

[timing]
finClkSkew_ns = 0.00468
layout_min_cycle_time_ns = 0.956
worst_pin_slew_ns = 0.170
max_slew_margin_pct = 88.7
setup_viol = 0
clock.fmax_ghz = 1.05
finalCritPeriodShare_pct = 95.6
setup_slack_ns = 0.0443
slew_violations = 0
whs_ns = 0.165
fin_tns_setup_ns = 0
hold_viol_final = 0
rsz0062_at_grt = "false"

[global_route]
grt_pass1_vias = 135
grt_pass1_wl_um = 621
antenna_found_initial = 0
grt_overflow_total = 0
grt_max_degree = 5
grt.total_usage_pct = 1.41

[die]
die_w_um = 80
io_pins = 6
rows = 21
core_um2 = 3420
die_y_um = 80
die_area_um2 = 6400
fp_util_pct = 4.32

[final_layout]
largest_register_ffs = 4
regArea_um2 = 100
layout.cells.most_common_list = "buf_4 (4), dfrtp_1 (4), clkbuf_4 (3), clkbuf_2 (3), inv_1 (2)"
largestRegisters = "program_counter.pc_out x4"
top_register = "program_counter.pc_out"
syn_to_final_growth_pct = 104
final_area_um2 = 302
fillCellCount = 406
drive_gt1_share_pct = 60.9
layout.area.comb_um2 = 42.5

[route]
vias = 112
drt_first_pass_iters = 2
initialDrtViolationCount = 2
wl_per_cell_um = 5.62
viasPerCell = 1.62
diodes = 0
route.detailed.drc = 0
drt-total-wl_um = 388
ant_nets = 0

[logic_synthesis]
ys_cells = 10
synthCells = 10
synthXorXnorAreaFrac_pct = 11.9
ys_sh_simple_pct = 6.78
yosysWarnings = 6
synthAoiAreaFrac_pct = 0
postSynthSeqShare_pct = 67.8
top_logic_kind = "XOR/XNOR gates"
mux_share_pct = 0
synth_cell_types = 6
ys_sh_adder_pct = 8.47
yosys_area_um2 = 148
netlist_area_um2 = 148
syn-mean-instance-area_um2 = 14.8
ys_ff = 4

[place]
dpl-instance-area_um2 = 285
pre_cts_slack_ns = -0.0135
portBuffers = 5
place_congestion = 0.648

[pwr]
leakagePower_nw = 0.148
p_per_area_nw_per_um2 = 1220
finalPower_mw = 0.367
irDropWorstVdd_mv = 0.368

[critical_path]
worstPathMaxFanout = 3
setup.worst_path.start_class = "flip-flop"
end_kind = "flip-flop"
arrival_ns = 1.07
cp.required_ns = 1.11
path_class = "reg -> reg"

[worst_hold_path]
hp-class = "in -> async"

[job]
cap_violations = 0
tool_warnings = 26
## synthesized netlist by cell type, drive strengths merged
cell / count / area, um2
dfrtp: 4 / 100
ha: 1 / 12.5
inv: 2 / 7.51
nand3: 1 / 10.0
xnor2: 1 / 8.76
xor2: 1 / 8.76
## path summary, 6_finish.rpt
kind,cells after the start,start,to,slack [ns]
setup / recovery,3,program_counter.pc_out[0]$_DFF_PP0_,program_counter.pc_out[2]$_DFF_PP0_,0.04
min in group clk0,2,program_counter.pc_out[0]$_DFF_PP0_,program_counter.pc_out[0]$_DFF_PP0_,0.54
setup reg to reg,3,program_counter.pc_out[0]$_DFF_PP0_,program_counter.pc_out[2]$_DFF_PP0_,0.04
hold reg to reg,2,program_counter.pc_out[0]$_DFF_PP0_,program_counter.pc_out[0]$_DFF_PP0_,0.54
max in group asynchronous,2,reset,program_counter.pc_out[3]$_DFF_PP0_,0.67
hold / removal,2,reset,program_counter.pc_out[1]$_DFF_PP0_,0.16
## stage by stage
step	util (%)	std cells
2_1_floorplan	-	10
3_3_place_gp	8.35	65
3_5_place_dp	8.35	65
4_1_cts	8.86	68
5_1_grt	8.83	69
6_report	8.83	69
## cells by family after synthesis
family	Yosys count
xor gates and xnor gates	2
adders and majority gates	1
buffers and inverters	2
DFF	4
and+or+nand+nor	1
## where the power goes
group	leakage (nW)	total [mW]	switching [mW]	internal, mW
clock	0.0138	0.197	0.0631	0.134
sequential	0.0566	0.163	0	0.163
combinational	0.0775	0.00745	0.00379	0.00367
total	0.148	0.367	0.0669	0.300
## layer usage
layer  share of wire, %  vias up  routed length, um  global-route usage, %
met5                  0        -                  0                      0
met4                  0        0                  0                  0.352
met3                 22        0                 85                   2.05
met2                 19        8                 73                   1.12
met1                 59       45                229                   1.80
li1                   -       59                  -                      -
## layout make-up
type | count | area share [%]
clock buffer | 3 | 7.47
tap | 46 | 19.1
multi-input combinational | 4 | 14.1
timing repair buffer | 10 | 23.7
sequential | 4 | 33.2
inverter | 2 | 2.49
## repair_timing
action                     in CTS  in global routing
buffers inserted                0                  1
resized                         9                  5
setup endpoints to repair       5                  4
## worst max-delay path: stages (launching register included)
cell	delay, ns
dfrtp_1	0.38
buf_6	0.13
ha_2	0.17
xor2_1	0.15
No activity file was given, so power comes from the tool's default toggle rates.
